===== flow/config.mk =====
export PLATFORM = sky130hd
export DESIGN_NAME = main
export DESIGN_NICKNAME = main
export VERILOG_FILES = /design/flow/design.v
export SDC_FILE = /design/flow/constraint.sdc
export NUM_CORES = 4
export LEC_CHECK = 1
export CORE_UTILIZATION = 40

===== flow/constraint.sdc =====
current_design main

set clk_period 4.4
set clk_io_pct 0.2

create_clock -name clk0 -period $clk_period [get_ports {CLK}]

set non_clock_inputs [all_inputs -no_clocks]
set_input_delay [expr $clk_period * $clk_io_pct] -clock clk0 $non_clock_inputs
set_output_delay [expr $clk_period * $clk_io_pct] -clock clk0 [all_outputs]

===== flow/design.v =====
module uart_rx #(parameter CLKS_PER_BIT = 870)(
    input i_Clock,
    input i_Rx_Serial,
    output o_Rx_DV,
    output [7:0] o_Rx_Byte
);
    parameter s_IDLE         = 3'b000;
    parameter s_RX_START_BIT = 3'b001;
    parameter s_RX_DATA_BITS = 3'b010;
    parameter s_RX_STOP_BIT  = 3'b011;
    parameter s_CLEANUP      = 3'b100;
    reg r_Rx_Data_R = 1'b1;
    reg r_Rx_Data   = 1'b1;
    reg [31:0] r_Clock_Count = 0;
    reg [2:0] r_Bit_Index    = 0;  
    reg [7:0] r_Rx_Byte      = 0;
    reg r_Rx_DV              = 0;
    reg [2:0] r_SM_Main      = 0;
    always @(posedge i_Clock)
    begin
        r_Rx_Data_R <= i_Rx_Serial;
        r_Rx_Data   <= r_Rx_Data_R;
    end
    always @(posedge i_Clock)
    begin
        case (r_SM_Main)
            s_IDLE :
            begin
                r_Rx_DV       <= 1'b0;
                r_Clock_Count <= 0;
                r_Bit_Index   <= 0;
                if (r_Rx_Data == 1'b0)  
                    r_SM_Main <= s_RX_START_BIT;
                else
                    r_SM_Main <= s_IDLE;
            end
            s_RX_START_BIT :
            begin
                if (r_Clock_Count == (CLKS_PER_BIT-1)/2)
                begin
                    if (r_Rx_Data == 1'b0)
                    begin
                        r_Clock_Count <= 0;  
                        r_SM_Main     <= s_RX_DATA_BITS;
                    end
                    else
                        r_SM_Main <= s_IDLE;
                end
                else
                begin
                    r_Clock_Count <= r_Clock_Count + 1;
                    r_SM_Main     <= s_RX_START_BIT;
                end
            end  
            s_RX_DATA_BITS :
            begin
                if (r_Clock_Count < CLKS_PER_BIT-1)
                begin
                    r_Clock_Count <= r_Clock_Count + 1;
                    r_SM_Main     <= s_RX_DATA_BITS;
                end
                else
                begin
                    r_Clock_Count          <= 0;
                    r_Rx_Byte[r_Bit_Index] <= r_Rx_Data;
                    if (r_Bit_Index < 7)
                    begin
                        r_Bit_Index <= r_Bit_Index + 1;
                        r_SM_Main   <= s_RX_DATA_BITS;
                    end
                    else
                    begin
                        r_Bit_Index <= 0;
                        r_SM_Main   <= s_RX_STOP_BIT;
                    end
                end
            end  
            s_RX_STOP_BIT :
            begin
                if (r_Clock_Count < CLKS_PER_BIT-1)
                begin
                    r_Clock_Count <= r_Clock_Count + 1;
                    r_SM_Main     <= s_RX_STOP_BIT;
                end
                else
                begin
                    r_Rx_DV       <= 1'b1;
                    r_Clock_Count <= 0;
                    r_SM_Main     <= s_CLEANUP;
                end
            end  
            s_CLEANUP :
            begin
                r_SM_Main <= s_IDLE;
                r_Rx_DV   <= 1'b0;
            end
            default :
            r_SM_Main <= s_IDLE;
        endcase
    end
    assign o_Rx_DV   = r_Rx_DV;
    assign o_Rx_Byte = r_Rx_Byte;
endmodule
module uart_tx #(parameter CLKS_PER_BIT = 870) (
    input i_Clock,
    input i_Tx_DV,
    input [7:0] i_Tx_Byte,
    output o_Tx_Active,
    output reg o_Tx_Serial,
    output o_Tx_Done
);
    parameter s_IDLE         = 3'b000;
    parameter s_TX_START_BIT = 3'b001;
    parameter s_TX_DATA_BITS = 3'b010;
    parameter s_TX_STOP_BIT  = 3'b011;
    parameter s_CLEANUP      = 3'b100;
    reg [2:0] r_SM_Main      = 0;
    reg [31:0] r_Clock_Count = 0;
    reg [2:0] r_Bit_Index    = 0;
    reg [7:0] r_Tx_Data      = 0;
    reg r_Tx_Done            = 0;
    reg r_Tx_Active          = 0;
    always @(posedge i_Clock)
    begin
        case (r_SM_Main)
            s_IDLE :
            begin
                o_Tx_Serial   <= 1'b1;  
                r_Tx_Done     <= 1'b0;
                r_Clock_Count <= 0;
                r_Bit_Index   <= 0;
                if (i_Tx_DV == 1'b1)
                begin
                    r_Tx_Active <= 1'b1;
                    r_Tx_Data   <= i_Tx_Byte;
                    r_SM_Main   <= s_TX_START_BIT;
                end
                else
                    r_SM_Main <= s_IDLE;
            end  
            s_TX_START_BIT :
            begin
                o_Tx_Serial <= 1'b0;
                if (r_Clock_Count < CLKS_PER_BIT-1)
                begin
                    r_Clock_Count <= r_Clock_Count + 1;
                    r_SM_Main     <= s_TX_START_BIT;
                end
                else
                begin
                    r_Clock_Count <= 0;
                    r_SM_Main     <= s_TX_DATA_BITS;
                end
            end  
            s_TX_DATA_BITS :
            begin
                o_Tx_Serial <= r_Tx_Data[r_Bit_Index];
                if (r_Clock_Count < CLKS_PER_BIT-1)
                begin
                    r_Clock_Count <= r_Clock_Count + 1;
                    r_SM_Main     <= s_TX_DATA_BITS;
                end
                else
                begin
                    r_Clock_Count <= 0;
                    if (r_Bit_Index < 7)
                    begin
                        r_Bit_Index <= r_Bit_Index + 1;
                        r_SM_Main   <= s_TX_DATA_BITS;
                    end
                    else
                    begin
                        r_Bit_Index <= 0;
                        r_SM_Main   <= s_TX_STOP_BIT;
                    end
                end
            end  
            s_TX_STOP_BIT :
            begin
                o_Tx_Serial <= 1'b1;
                if (r_Clock_Count < CLKS_PER_BIT-1)
                begin
                    r_Clock_Count <= r_Clock_Count + 1;
                    r_SM_Main     <= s_TX_STOP_BIT;
                end
                else
                begin
                    r_Tx_Done     <= 1'b1;
                    r_Clock_Count <= 0;
                    r_SM_Main     <= s_CLEANUP;
                    r_Tx_Active   <= 1'b0;
                end
            end  
            s_CLEANUP :
            begin
                r_Tx_Done <= 1'b1;
                r_SM_Main <= s_IDLE;
            end
            default :
            r_SM_Main <= s_IDLE;
        endcase
    end
    assign o_Tx_Active = r_Tx_Active;
    assign o_Tx_Done   = r_Tx_Done;
endmodule
module uart_tx_chunker #(
	parameter BUFFER_BYTE_SIZE = 3,
	parameter BUFFER_INDEX_SIZE = 32
)(
	input CLK,
	input is_chunk_ready,
	input [BUFFER_INDEX_SIZE - 1:0] chunk_byte_size,
	input is_tx_done,
	input [(BUFFER_BYTE_SIZE * 8) - 1:0] chunk_bytes,
	output is_tx_ready,
	output [7:0] tx_data
);
	reg r_tx_ready = 0;
	reg [7:0] r_tx_data = 0;
	reg [BUFFER_INDEX_SIZE - 1:0] r_chunk_final_byte_index = 0;
	reg [BUFFER_INDEX_SIZE - 1:0] r_chunk_byte_index = 0;
	parameter R_CHUNKER_STATE_SIZE = 3;
	parameter R_CHUNKER_IDLE = 0;
	parameter R_CHUNKER_LOADING = 1;
	parameter R_CHUNKER_TRIGGERING = 2;
	parameter R_CHUNKER_TRIGGERED = 3;
	parameter R_CHUNKER_TRANSMITTING = 4;
	reg [R_CHUNKER_STATE_SIZE - 1:0] r_chunker_state = R_CHUNKER_IDLE;
	always @(posedge CLK) begin
		case (r_chunker_state)
			R_CHUNKER_IDLE: begin
				if (is_chunk_ready == 1) begin
					r_chunker_state <= R_CHUNKER_LOADING;
					r_chunk_final_byte_index <= chunk_byte_size - 1;
				end
			end
			R_CHUNKER_LOADING: begin
				r_tx_data[0] <= chunk_bytes[(r_chunk_byte_index * 8) + 0];
				r_tx_data[1] <= chunk_bytes[(r_chunk_byte_index * 8) + 1];
				r_tx_data[2] <= chunk_bytes[(r_chunk_byte_index * 8) + 2];
				r_tx_data[3] <= chunk_bytes[(r_chunk_byte_index * 8) + 3];
				r_tx_data[4] <= chunk_bytes[(r_chunk_byte_index * 8) + 4];
				r_tx_data[5] <= chunk_bytes[(r_chunk_byte_index * 8) + 5];
				r_tx_data[6] <= chunk_bytes[(r_chunk_byte_index * 8) + 6];
				r_tx_data[7] <= chunk_bytes[(r_chunk_byte_index * 8) + 7];
				r_chunker_state <= R_CHUNKER_TRIGGERING;
			end
			R_CHUNKER_TRIGGERING: begin
				r_tx_ready <= 1;
				r_chunker_state <= R_CHUNKER_TRIGGERED;
			end
			R_CHUNKER_TRIGGERED: begin
				r_tx_ready <= 0;
				r_chunker_state <= R_CHUNKER_TRANSMITTING;
			end
			R_CHUNKER_TRANSMITTING: begin
				if (is_tx_done == 1) begin
					if (r_chunk_byte_index == r_chunk_final_byte_index) begin
						r_chunker_state <= R_CHUNKER_IDLE;
						r_chunk_byte_index <= 0;
					end else begin
						r_chunk_byte_index <= r_chunk_byte_index + 1;
						r_chunker_state <= R_CHUNKER_LOADING;
					end
				end
			end
		endcase
	end
	assign is_tx_ready = r_tx_ready;
	assign tx_data = r_tx_data;
endmodule
module main(
	input CLK,
	input T19,
	output T20,
	output LD0,
	output LD1,
	output LD2,
	output LD3,
	output LD4,
	output LD5,
	output LD6,
	output LD7
);
	wire [7:0] rx_data;
	wire rx_ready;
	uart_rx uart_rx_instance (
		.i_Clock(CLK),
		.i_Rx_Serial(T19),
		.o_Rx_DV(rx_ready),
		.o_Rx_Byte(rx_data)
	);
	wire is_tx_ready;
	wire [7:0] tx_data;
	wire is_tx_done;
	uart_tx uart_tx_instance (
		.i_Clock(CLK),
		.i_Tx_DV(is_tx_ready),
		.i_Tx_Byte(tx_data),
		.o_Tx_Active(),
		.o_Tx_Serial(T20),
		.o_Tx_Done(is_tx_done)
	);
	parameter BUFFER_BYTE_SIZE = 3;
	parameter BUFFER_INDEX_SIZE = 32;
	reg r_is_chunk_ready = 0;
	reg [BUFFER_INDEX_SIZE - 1:0] r_chunk_byte_size = 0;
	reg [(BUFFER_BYTE_SIZE * 8) - 1:0] r_chunk_bytes = 0;
	wire chunk_is_tx_ready;
	wire [7:0] chunk_tx_data;
	uart_tx_chunker #(
		.BUFFER_BYTE_SIZE(BUFFER_BYTE_SIZE),
		.BUFFER_INDEX_SIZE(BUFFER_INDEX_SIZE)
	) uart_tx_chunker_instance (
		.CLK(CLK),
		.is_chunk_ready(r_is_chunk_ready),
		.chunk_byte_size(r_chunk_byte_size),
		.is_tx_done(is_tx_done),
		.chunk_bytes(r_chunk_bytes),
		.is_tx_ready(chunk_is_tx_ready),
		.tx_data(chunk_tx_data)
	);
	assign is_tx_ready = chunk_is_tx_ready;
	assign tx_data = chunk_tx_data;
	reg [0:7] r_ld = 0;
	assign LD0 = r_ld[0];
	assign LD1 = r_ld[1];
	assign LD2 = r_ld[2];
	assign LD3 = r_ld[3];
	assign LD4 = r_ld[4];
	assign LD5 = r_ld[5];
	assign LD6 = r_ld[6];
	assign LD7 = r_ld[7];
	reg [7:0] last_rx_data;
	always @(posedge CLK)
	begin
		if (rx_ready == 1) begin
			r_ld <= rx_data;
			last_rx_data <= rx_data;
		end
	end
	wire [7:0] rx_data_reg_prim = last_rx_data + 1;
	wire [7:0] rx_data_reg_prim_2 = last_rx_data + 2;
	wire [7:0] rx_data_reg_prim_3 = last_rx_data + 3;
	parameter sleep = 32'd100000000;
	reg [31:0] r_ticks = 0;
	always @(posedge CLK)
	begin
		if (r_ticks < sleep) begin
			r_ticks = r_ticks + 1;
		end else if (r_ticks == sleep) begin
			r_ticks = r_ticks + 1;
			r_chunk_bytes[0] <= rx_data_reg_prim[0];
			r_chunk_bytes[1] <= rx_data_reg_prim[1];
			r_chunk_bytes[2] <= rx_data_reg_prim[2];
			r_chunk_bytes[3] <= rx_data_reg_prim[3];
			r_chunk_bytes[4] <= rx_data_reg_prim[4];
			r_chunk_bytes[5] <= rx_data_reg_prim[5];
			r_chunk_bytes[6] <= rx_data_reg_prim[6];
			r_chunk_bytes[7] <= rx_data_reg_prim[7];
			r_chunk_bytes[8]  <= rx_data_reg_prim_2[0];
			r_chunk_bytes[9]  <= rx_data_reg_prim_2[1];
			r_chunk_bytes[10] <= rx_data_reg_prim_2[2];
			r_chunk_bytes[11] <= rx_data_reg_prim_2[3];
			r_chunk_bytes[12] <= rx_data_reg_prim_2[4];
			r_chunk_bytes[13] <= rx_data_reg_prim_2[5];
			r_chunk_bytes[14] <= rx_data_reg_prim_2[6];
			r_chunk_bytes[15] <= rx_data_reg_prim_2[7];
			r_chunk_bytes[16] <= rx_data_reg_prim_3[0];
			r_chunk_bytes[17] <= rx_data_reg_prim_3[1];
			r_chunk_bytes[18] <= rx_data_reg_prim_3[2];
			r_chunk_bytes[19] <= rx_data_reg_prim_3[3];
			r_chunk_bytes[20] <= rx_data_reg_prim_3[4];
			r_chunk_bytes[21] <= rx_data_reg_prim_3[5];
			r_chunk_bytes[22] <= rx_data_reg_prim_3[6];
			r_chunk_bytes[23] <= rx_data_reg_prim_3[7];
			r_is_chunk_ready <= 1;
			r_chunk_byte_size <= 3;
		end else if (r_ticks > sleep) begin
			r_ticks = 0;
			r_is_chunk_ready <= 0;
			r_chunk_byte_size <= 0;
		end
	end
endmodule

===== flow/run.sh =====
#!/bin/bash
# OpenROAD 26Q1-2900-gdf79404cd8, Yosys 0.63+post, stock flow scripts
make -C /OpenROAD-flow-scripts/flow DESIGN_CONFIG=/design/flow/config.mk WORK_HOME=/design/flow/orfs finish

==> results.sh <==
# yosys + openroad results
export IMPL_antenna_cells_inserted=0
export IMPL_grt_pass1_vias=5952
export IMPL_synthesis_instances=889
export IMPL_yosys_most_used_dff="edfxtp_1"
export IMPL_cts_max_path_bufs=3
export IMPL_vias_per_cell=4.96
export IMPL_final_antenna_net_count=0
export IMPL_average_cell_area_after_synthesis_um2=11.4
export IMPL_reg2reg_from="uart_rx_instance.r_Clock_Count[26]"
export IMPL_global_route_peak_usage_layer="met1"
export IMPL_post_cts_setup_buffers=0
export IMPL_cts_clk_pin_slew_worst_paths_ns=0.06
export IMPL_hold_violations_final=0
export IMPL_timing_final_setup_violations=0
export IMPL_crit_path_class="flop to flop"
export IMPL_synth_top_cell_by_area="edfxtp_1"
export IMPL_max_slew_margin_rel_pct=37.0
export IMPL_buffer_type_at_the_clock_tree_root="clkbuf_16"
export IMPL_groute_layer_met3_usage_pct=2.13
export IMPL_die_w_um=161
export IMPL_synth_area_yosys_um2=10100
export IMPL_numCtsBuffers=24
export IMPL_grt_setup_unrepaired="false"
export IMPL_netlist_top_cells_area="edfxtp_1, dfxtp_1, xnor2_1, nor2_1, xor2_1"
export IMPL_hold_buffers=0
export IMPL_run_status="completed"
export IMPL_grt_util_met2_pct=21.1
export IMPL_numSynthFlops=215
export IMPL_chip_area_um2=25900
export IMPL_yosys_area_share_simple_pct=19.9
export IMPL_grt_max_degree=34
export IMPL_synthXorXnorAreaFrac_pct=9.89
export IMPL_warnings=34
export IMPL_worstPathMaxFanout=32
export IMPL_worst_hold_path_type="flop to flop"
export IMPL_cts_htree_levels=1
export IMPL_min_delay_start="uart_rx_instance.r_Rx_Data_R"
export IMPL_port_buffers=10
export IMPL_detailedRoute_firstIterationViolations=362
export IMPL_dpl_cell_area_um2=10600
export IMPL_fp_row_count=57
export IMPL_yosys_dominant_comb_family="simple AND/OR/NAND/NOR gates"
export IMPL_yosys_warnings=4
export IMPL_synth_yosys_num_cells=889
export IMPL_finalWeightedCongestion=0.806
export IMPL_ioPinCount=11
export IMPL_yosys_area_share_adder_pct=2.11
export IMPL_fmax_mhz=358
export IMPL_timing_max_transition_violations_final=0
export IMPL_grt_first_pass_wirelength_um=28300
export IMPL_clock_latency_late_pin_ns=0.50
export IMPL_vias=6280
export IMPL_synth_seq_area_share_pct=60.0
export IMPL_power_density_nw_per_um2=454
export IMPL_initial_antenna_violation_count=0
export IMPL_finalPower_w=0.00524
export IMPL_synthArstFlopShare_pct=0
export IMPL_compound_area_share_pct=3.42
export IMPL_final_cell_area_um2=11500
export IMPL_met1_usage_in_global_routing_pct=23.0
export IMPL_start_kind="flop"
export IMPL_post_synth_top_area_fraction_pct=52.1
export IMPL_layout_min_cycle_time_ns=2.79
export IMPL_edf_count=175
export IMPL_tritoncts_clock_tree="built"
export IMPL_fp_dieH_um=161
export IMPL_period_used_pct=63.5
export IMPL_total_leakage_power_nw=3.99
export IMPL_crit_path_end_kind="flop"
export IMPL_cp_data_required_time_ns=4.64
export IMPL_cts_sink_count=215
export IMPL_syn_to_final_growth_pct=14.2
export IMPL_reg2reg_slack_ns=1.61
export IMPL_number_of_drc_violations_after_detailed_routing=0
export IMPL_dr_pass1_iters=4
export IMPL_fin_worst_skew_ns=0.00838
export IMPL_setup_tns_final_ns=0
export IMPL_fp_utilization_pct=41.1
export IMPL_overall_global_routing_resource_usage_pct=13.9
export IMPL_routed_wirelength_um=16500
export IMPL_yosys_mux_area_fraction_pct=1.59
export IMPL_cap_violations=0
export IMPL_core_area_um2=24500
export IMPL_post_synthesis_instance_area_um2=10100
export IMPL_layout_drive_gt1_share_pct=7.32
export IMPL_critPathLaunch="uart_rx_instance.r_Clock_Count[26]"
export IMPL_detailedPlacementHpwl_um=10500
export IMPL_critical_path_arrival_ns=3.04
export IMPL_tightestPinTransition_ns=0.937
export IMPL_routed_wire_length_per_instance_um=13.0
export IMPL_highest_ir_drop_seen_on_vdd_mv=0.350
export IMPL_ys_types=57
export IMPL_post_cts_resized_instances=0
export IMPL_finished_core_util_pct=47.0
export IMPL_grt_remaining_overflow=0
## final timing paths
| path | endpoint | cells past startpoint |
|---|---|---|
| worst min register to register | uart_rx_instance.r_Rx_Data | 0 |
| worst min-delay path | uart_rx_instance.r_Rx_Data | 0 |
| worst max-delay path | uart_rx_instance.r_Clock_Count[29] | 6 |
| worst max register to register | uart_rx_instance.r_Clock_Count[29] | 6 |
## layout make-up
cell class,count,area (um^2)
timing repair buffer,20,175
sequential,215,6060
multi-input combinational,624,3850
clock buffer,33,718
tap,324,405
fill,2160,13000
clock inverter,11,173
inverter,39,146
## worst max-delay path, cell delays in order, from the launching register on
cell and delay (ns):
edfxtp_1 0.48, nor4_1 0.34, nand4_1 0.22, nor4_1 0.82, o32a_1 0.24, buf_4 0.33, nor2_1 0.09
## cells in the mapped netlist, types with 3 or more instances
master,count
edfxtp_1,175
nor2_1,149
xnor2_1,66
nand3_1,51
xor2_1,48
nand2_1,42
dfxtp_1,40
inv_1,39
nor3_1,32
nand4_1,30
nor4_1,30
clkbuf_1,24
ha_1,17
a21oi_1,12
and3_1,12
and4_1,12
nor2b_1,12
buf_2,10
o21ai_0,9
mux2i_1,7
or4_1,7
and2_1,5
or2_2,5
mux2_2,4
o211ai_1,4
a211oi_1,3
o22ai_1,3
## logic make-up (layout without fill, tap and decap cells)
group | after synthesis | after routing
multiplexers | 13 | 13
adder cells (fa/ha/maj) | 17 | 17
AND-OR/OR-AND | 50 | 50
XOR/XNOR | 114 | 114
other | 2 | 28
flip-flops | 215 | 215
buffers and inverters | 76 | 103
AND/OR/NAND/NOR | 402 | 402
## cells in the final DEF (no fill, tap or decap), types with 7 or more instances in the layout
master and n:
a21oi_1 12, nor4_1 30, and3_1 12, mux2i_1 7, clkbuf_16 27, nor2_1 149
conb_1 28, clkdlybuf4s50_1 10, ha_1 17, or4_1 7, dfxtp_1 40, edfxtp_1 175
xnor2_1 66, inv_1 39, nand4_1 30, nor3_1 31, o21ai_0 9, buf_4 10
xor2_1 48, nand3_1 51, nand2_1 42, nor2b_1 12, and4_1 12
## registers in the layout, indices dropped and copies added (netlist names), 2 cells and up
signal / cells
uart_rx_instance.r_SM_Main: 3
uart_rx_instance.r_Clock_Count: 32
uart_tx_instance.r_Tx_Data: 8
uart_tx_chunker_instance.r_chunk_final_byte_index: 2
uart_tx_instance.r_Clock_Count: 32
r_ld: 8
uart_tx_chunker_instance.r_chunker_state: 3
uart_tx_instance.r_SM_Main: 3
r_chunk_bytes: 23
uart_rx_instance.r_Rx_Byte: 8
r_ticks: 32
uart_tx_chunker_instance.r_chunk_byte_index: 32
last_rx_data: 8
uart_rx_instance.r_Bit_Index: 3
uart_tx_instance.r_Bit_Index: 3
uart_tx_chunker_instance.r_tx_data: 8
## report_power, final
part	internal [W]	switching [W]
Clock	0.00138	0.000789
Sequential	0.00249	0.000177
Combinational	0.000177	0.000219
## through the flow
stage / std cells / worst slack, ns / hold slack, ns
2_1_floorplan: 915 / 0.947 / 0.310
3_3_place_gp: 1222 / 1.67 / 0.311
3_5_place_dp: 1222 / 1.59 / 0.316
4_1_cts: 1266 / 1.58 / 0.330
5_1_grt: 1266 / 1.33 / 0.333
6_report: 1266 / 1.61 / 0.327
## metal layers
layer  wire length, um  up-vias
li1                  -     3236
met1              8180     2954
met2              7530       68
met3               498       22
met4               287        0
met5                 0        -
