==> config.mk <==
export PLATFORM = sky130hd
export DESIGN_NAME = uart_tx_typed_chunker
export DESIGN_NICKNAME = uart_tx_typed_chunker
export VERILOG_FILES = /design/flow/design.v
export SDC_FILE = /design/flow/constraint.sdc
export NUM_CORES = 4
export LEC_CHECK = 1
export CORE_UTILIZATION = 30
==> constraint.sdc <==
current_design uart_tx_typed_chunker

set clk_period 6.9
set clk_io_pct 0.2

create_clock -name clk0 -period $clk_period [get_ports {CLK}]

set non_clock_inputs [all_inputs -no_clocks]
set_input_delay [expr $clk_period * $clk_io_pct] -clock clk0 $non_clock_inputs
set_output_delay [expr $clk_period * $clk_io_pct] -clock clk0 [all_outputs]
==> design.v <==
module uart_tx_typed_chunker #(
	parameter CONTENT_BUFFER_BYTE_SIZE = 3,
	parameter CONTENT_BUFFER_INDEX_SIZE = 32
)(
	input CLK,
	input is_chunk_ready,
	input [CONTENT_BUFFER_INDEX_SIZE - 1:0] chunk_byte_size,
	input is_tx_done,
	input [(CONTENT_BUFFER_BYTE_SIZE * 8) - 1:0] chunk_bytes,
	input [7:0] chunk_type,
	output is_tx_ready,
	output [7:0] tx_data,
	output is_chunker_done
);
	reg r_tx_ready = 0;
	reg [7:0] r_tx_data = 0;
	reg [CONTENT_BUFFER_INDEX_SIZE - 1:0] r_chunk_final_byte_index = 0;
	reg [CONTENT_BUFFER_INDEX_SIZE - 1:0] r_chunk_byte_index = 0;
	reg r_did_we_escape_null_already = 0;
	reg is_type_escape_sent = 0;
	reg is_type_value_sent = 0;
	reg is_eoc_escape_sent = 0;
	reg is_eoc_value_sent = 0;
	parameter R_CHUNKER_STATE_SIZE = 3;
	parameter R_CHUNKER_IDLE = 0;
	parameter R_CHUNKER_LOADING = 1;
	parameter R_CHUNKER_TRIGGERING = 2;
	parameter R_CHUNKER_TRIGGERED = 3;
	parameter R_CHUNKER_TRANSMITTING = 4;
	reg [R_CHUNKER_STATE_SIZE - 1:0] r_chunker_state = R_CHUNKER_IDLE;
	wire [7:0] active_chunk;
	assign active_chunk[0] = chunk_bytes[(r_chunk_byte_index * 8) + 0];
	assign active_chunk[1] = chunk_bytes[(r_chunk_byte_index * 8) + 1];
	assign active_chunk[2] = chunk_bytes[(r_chunk_byte_index * 8) + 2];
	assign active_chunk[3] = chunk_bytes[(r_chunk_byte_index * 8) + 3];
	assign active_chunk[4] = chunk_bytes[(r_chunk_byte_index * 8) + 4];
	assign active_chunk[5] = chunk_bytes[(r_chunk_byte_index * 8) + 5];
	assign active_chunk[6] = chunk_bytes[(r_chunk_byte_index * 8) + 6];
	assign active_chunk[7] = chunk_bytes[(r_chunk_byte_index * 8) + 7];
	always @(posedge CLK) begin
		case (r_chunker_state)
			R_CHUNKER_IDLE: begin
				if (is_chunk_ready == 1) begin
					r_chunker_state <= R_CHUNKER_LOADING;
					r_chunk_final_byte_index <= chunk_byte_size - 1;
				end
			end
			R_CHUNKER_LOADING: begin
				if (!is_type_escape_sent) begin
					r_tx_data <= 0;
				end else if (!is_type_value_sent) begin
					r_tx_data <= chunk_type;
				end else if (r_chunk_byte_index == (r_chunk_final_byte_index + 1) && !is_eoc_escape_sent) begin
					r_tx_data <= 0;
					is_eoc_escape_sent <= 1;
				end else if (r_chunk_byte_index == (r_chunk_final_byte_index + 1) && !is_eoc_value_sent) begin
					r_tx_data <= 1;
					is_eoc_value_sent <= 1;
				end else if (active_chunk == 0 && r_did_we_escape_null_already == 0) begin
					r_tx_data <= 0;
				end else begin
					r_tx_data <= active_chunk;
				end
				r_chunker_state <= R_CHUNKER_TRIGGERING;
			end
			R_CHUNKER_TRIGGERING: begin
				r_tx_ready <= 1;
				r_chunker_state <= R_CHUNKER_TRIGGERED;
			end
			R_CHUNKER_TRIGGERED: begin
				r_tx_ready <= 0;
				r_chunker_state <= R_CHUNKER_TRANSMITTING;
			end
			R_CHUNKER_TRANSMITTING: begin
				if (is_tx_done == 1) begin
					if (!is_type_escape_sent) begin
						is_type_escape_sent <= 1;
						r_chunker_state <= R_CHUNKER_LOADING;
					end else if (!is_type_value_sent) begin
						is_type_value_sent <= 1;
						r_chunker_state <= R_CHUNKER_LOADING;
					end else if (active_chunk == 0 && r_did_we_escape_null_already == 0) begin
						r_did_we_escape_null_already <= 1;
						r_chunker_state <= R_CHUNKER_LOADING;
					end else if (r_chunk_byte_index <= r_chunk_final_byte_index) begin
						r_did_we_escape_null_already <= 0;
						r_chunk_byte_index <= r_chunk_byte_index + 1;
						r_chunker_state <= R_CHUNKER_LOADING;
					end else if (r_chunk_byte_index == (r_chunk_final_byte_index + 1)) begin
						if (!is_eoc_escape_sent) begin
							r_chunker_state <= R_CHUNKER_LOADING;
						end else if (!is_eoc_value_sent) begin
							r_chunker_state <= R_CHUNKER_LOADING;
						end else begin
							r_did_we_escape_null_already <= 0;
							r_chunker_state <= R_CHUNKER_IDLE;
							r_chunk_byte_index <= 0;
							is_type_escape_sent <= 0;
							is_type_value_sent <= 0;
							is_eoc_escape_sent <= 0;
							is_eoc_value_sent <= 0;
						end
					end
				end
			end
		endcase
	end
	assign is_tx_ready = r_tx_ready;
	assign tx_data = r_tx_data;
	assign is_chunker_done = r_chunker_state == R_CHUNKER_IDLE;
endmodule
==> run.sh <==
#!/bin/bash
# OpenROAD 26Q1-2900-gdf79404cd8, Yosys 0.63+post, stock flow scripts
make -C /OpenROAD-flow-scripts/flow DESIGN_CONFIG=/design/flow/config.mk WORK_HOME=/design/flow/orfs finish
==> results.cfg <==
; physical design summary
[run_status]
status = complete, no violations

[place]
gp_congestion = 0.891
port_buffers = 76
dp_hpwl_um = 11500

[route]
wirelength_um = 14800
met3_length_um = 1040
num_antenna_cells = 0
dr.pass1.iters = 5
drt-met1-wl_um = 7130
wl_per_cell_um = 14.6
via_per_inst = 5.08
drt_iter0_drc = 318
top_layer = met4
drtAntennaViolNets = 0
met2_length_um = 6460
vias = 5151
drc = 0

[layout]
drive_gt1_share_pct = 6.06
utilization_pct = 37.4
syn_to_final_growth_pct = 20.9

[synthesis]
top_cell_area_share_pct = 38.3
ys.flop_type = edfxtp_1
ys_area_um2 = 6340
yosysCellCount = 669
ys.flops = 81
area_leaders = edfxtp_1 38%, ha_1 6.9%, xor2_1 6.9%, xnor2_1 5.8%, nor2_1 4.7%
ys.warnings.count = 1
syn_avg_cell_area_um2 = 9.48
edf_count = 81
synth-async-reset-ratio_pct = 0
yosysUniqueCellTypes = 74
syn-cell-area_um2 = 6340
synthCells = 669
synth.largest_area_cell = edfxtp_1
ys_seq_share_pct = 38.3

[floorplanning]
coreArea_um2 = 20500
rows = 52
die_w_um = 147
fp.dieH_um = 147
pin_count = 77
initCoreUtil_pct = 31.0
chip_area_um2 = 21700

[pwr]
irDropWorstVdd_uv = 146
p_int_mw = 1.12
switching_power_uw = 444
power.share.clock_pct = 33.5
p_per_area_nw_per_um2 = 204
power_frac_seq_pct = 44.4
total_power_mw = 1.57
p_comb_share_pct = 22.1
leakage_nw = 2.81
switching_share_pct = 28.3

[final_timing]
relSlewSlack_pct = 46.0
setup_viol = 0
worst-slew-pin-transition_ns = 0.809
rsz0062_at_grt = no
holdWs_ns = 0.593
fin_skew_ns = 0.0106
timing.final.crit_share_pct = 60.9
min_period_ns = 4.20
drv_slew = 0
finalHoldViolCount = 0
max_freq_mhz = 238
setup_tns_ns = 0

[cts]
cts_resized = 0
clock_latency_ns = 0.35
post_cts.repair.setup_buffers = 0
cts_htree_levels = 3
tritoncts = built
clockBufferDepth = 2
clkTransAtPathRegs_ns = 0.06
numCtsBuffers = 9
cts-root-buf = clkbuf_16
postCtsHoldBufs = 0
cts_num_sinks = 81

[worst_setup_path]
critPathMaxFanout = 18
crit_arrival_ns = 4.23
critPathRequiredTime_ns = 6.93
start_kind = flip-flop
crit_type = flip-flop to flip-flop
critPathCaptureType = flip-flop

[global_route]
grt_max_degree = 33
grt.overflow.total = 0
track_usage_pct = 14.7
grt_pass1_wl_um = 24800
antenna_found_initial = 0
grt_pass1_vias = 4980

[flow_run]
maxCapViolations = 0
warnings = 25

[worst_hold_path]
hp-class = flip-flop to flip-flop
layer usage:
metal	up-vias	GRT usage, %
met5	-	0
met2	155	22.3
met4	0	2.01
met3	20	4.47
met1	2369	21.8
li1	2607	-
power groups by stage:
stage	combinational (mW)	clock, mW	sequential (mW)
4_1_cts	0.351	0.537	0.694
5_1_grt	0.392	0.553	0.706
6_report	0.346	0.525	0.695
logic make-up after synthesis:
| group | Yosys count | synth area share, % |
|---|---|---|
| flip-flops | 81 | 38.3 |
| buffers and inverters | 66 | 4.60 |
| AND/OR/NAND/NOR | 285 | 24.0 |
| XOR/XNOR | 92 | 12.7 |
| AND-OR/OR-AND | 100 | 11.8 |
| multiplexers | 10 | 1.58 |
| adder cells (fa/ha/maj) | 35 | 6.90 |
cell usage in the layout, fill, tap and decap left out, types with 27 or more instances in the layout:
master            n
clkdlybuf4s50_1  76
nand3_1          30
nand4_1          27
edfxtp_1         81
nand2_1          40
inv_1            45
xnor2_1          42
nor2_1           80
ha_1             35
xor2_1           50
Yosys cell counts (all sizes together) (3+ instances only):
cell	instances
nand2	40
o21ai	9
nand4	28
nor4	16
or3	6
edfxtp	81
inv	45
o21a	4
o41ai	3
and4	8
nand2b	3
a32o	7
a211o	3
and2	11
ha	35
buf	10
nor2	82
and3	16
nand3b	3
a21oi	21
xor2	50
a211oi	5
clkbuf	10
a31oi	3
xnor2	42
nor2b	11
nor3	20
o2111a	4
a21o	13
o211ai	3
mux2i	10
nand3	33
through the flow:
stage	worst slack [ns]	cells	instance area, µm²
2_1_floorplan	3.19	669	6340
3_3_place_gp	2.50	997	7340
3_5_place_dp	2.48	997	7340
4_1_cts	2.68	1013	7670
5_1_grt	2.46	1013	7670
6_report	2.70	1013	7670
worst paths after layout:
path	start	endpoint	slack, ns	cells past startpoint
worst max-delay path	r_chunk_final_byte_index[0]	r_chunk_byte_index[18]	2.70	10
worst min-delay path	is_type_value_sent	is_type_value_sent	0.59	1
worst max register to register	r_chunk_final_byte_index[0]	r_chunk_byte_index[18]	2.70	10
worst min register to register	is_type_value_sent	is_type_value_sent	0.59	1
layout make-up:
cell class	instances	area (µm²)
Fill cell	2026	12800
Multi-Input combinational cell	522	3620
Sequential cell	81	2430
Timing Repair Buffer	79	783
Tap cell	270	338
Clock buffer	9	225
Inverter	45	169
Clock inverter	7	103
registers in the layout, indices dropped and copies added, names as in the netlist:
name and cells:
is_type_value_sent 1, is_eoc_value_sent 1, r_chunk_final_byte_index 32, r_chunker_state 3
is_type_escape_sent 1, r_chunk_byte_index 32, r_did_we_escape_null_already 1, is_eoc_escape_sent 1
r_tx_ready 1, r_tx_data 8
critical path, stage by stage, from the launching register on:
cell	delay [ns]
edfxtp_1	0.43
ha_1	0.28
nand3_2	0.20
nor4_2	0.56
a31o_2	0.24
o211ai_1	0.09
a211oi_2	0.23
or4b_4	0.53
nor3_2	0.21
o2111a_1	0.70
buf_4	0.39
Power figures rest on the tool's default switching activity, not on a simulated workload.
