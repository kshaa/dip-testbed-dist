`design/flow/config.mk`:
```
export PLATFORM = sky130hd
export DESIGN_NAME = v_display
export DESIGN_NICKNAME = v_display
export VERILOG_FILES = /design/flow/design.v
export SDC_FILE = /design/flow/constraint.sdc
export NUM_CORES = 4
export LEC_CHECK = 1
export CORE_UTILIZATION = 30
```
`design/flow/constraint.sdc`:
```
current_design v_display

set clk_period 119.2
set clk_io_pct 0.2

create_clock -name clk0 -period $clk_period [get_ports {CLK}]

set non_clock_inputs [all_inputs -no_clocks]
set_input_delay [expr $clk_period * $clk_io_pct] -clock clk0 $non_clock_inputs
set_output_delay [expr $clk_period * $clk_io_pct] -clock clk0 [all_outputs]
```
`design/flow/design.v`:
```
module v_display #(
	parameter [7:0] INTERFACE_TX_CHUNK_TYPE = 6,
	parameter DISPLAY_BUFFER_BYTE_SIZE = 64,
	parameter DISPLAY_BUFFER_INDEX_SIZE = 8
)(
	input CLK,
	input [(DISPLAY_BUFFER_BYTE_SIZE * 8) - 1:0] display,
	output should_update,
	output [7:0] tx_chunk_type,
	output [15:0] tx_chunk_bytes,
	input reset
);
	reg [7:0] r_last_leds = 0;
	reg [(DISPLAY_BUFFER_BYTE_SIZE * 8) - 1:0] r_old_display = 0;
	reg [(DISPLAY_BUFFER_BYTE_SIZE * 8) - 1:0] r_new_display = 0;
	reg [(DISPLAY_BUFFER_BYTE_SIZE * 8) - 1:0] r_display = 0;
	reg [DISPLAY_BUFFER_INDEX_SIZE - 1:0] r_update_index = 0;
	reg [15:0] r_update_value = 0;
	reg [7:0] r_tx_chunk_type = INTERFACE_TX_CHUNK_TYPE;
	parameter R_VDISPLAY_STATE_SIZE = 3;
	parameter R_VDISPLAY_IDLE = 0;
	parameter R_VDISPLAY_SHOULD_PREPARE_UPDATE = 1;
	parameter R_VDISPLAY_SHOULD_UPDATE = 2;
	parameter R_VDISPLAY_FINISH = 3;
	reg [R_VDISPLAY_STATE_SIZE - 1:0] r_vdisplay_state = R_VDISPLAY_IDLE;
 	integer buffer_iterator = 0;
	always @(posedge CLK)
	begin
		case (r_vdisplay_state)
			R_VDISPLAY_IDLE: begin
				if (display != r_display) begin
					r_old_display <= r_display;
					r_new_display <= display;
					r_update_index <= 0;
					r_vdisplay_state <= R_VDISPLAY_SHOULD_PREPARE_UPDATE;
				end
			end
			R_VDISPLAY_SHOULD_PREPARE_UPDATE: begin
				for (buffer_iterator = 0; buffer_iterator < DISPLAY_BUFFER_BYTE_SIZE; buffer_iterator = buffer_iterator + 1)
					if (r_update_index == buffer_iterator) begin
						r_update_value[7:0] <= r_update_index;
						r_update_value[15:8] <= r_new_display[buffer_iterator * 8 +: 8];
					end
				r_vdisplay_state <= R_VDISPLAY_SHOULD_UPDATE;
			end
			R_VDISPLAY_SHOULD_UPDATE: begin
				if (reset) begin
					if (r_update_index <= (DISPLAY_BUFFER_BYTE_SIZE - 1)) begin
						r_update_index <= r_update_index + 1;
						r_vdisplay_state <= R_VDISPLAY_SHOULD_PREPARE_UPDATE;
					end else begin
						r_vdisplay_state <= R_VDISPLAY_FINISH;
					end
				end
			end
			R_VDISPLAY_FINISH: begin
				r_display <= r_new_display;
				r_vdisplay_state <= R_VDISPLAY_IDLE;
			end
		endcase
	end
	assign should_update = r_vdisplay_state == R_VDISPLAY_SHOULD_UPDATE;
	assign tx_chunk_type = r_tx_chunk_type;
	assign tx_chunk_bytes = r_update_value;
endmodule
```
`design/flow/run.sh`:
```
#!/bin/bash
# OpenROAD 26Q1-2900-gdf79404cd8, Yosys 0.63+post, stock flow scripts
make -C /OpenROAD-flow-scripts/flow DESIGN_CONFIG=/design/flow/config.mk WORK_HOME=/design/flow/orfs finish
```
==> results.yml <==
# synthesis and place-and-route metrics
setup_path:
  path_cells: "clkdlybuf4s50_1 -> xnor2_1 -> nand4_1 -> nor4_1 -> nand4_1 -> nor4_1 -> nand3_1 -> nor2_1 -> nor2_4 -> buf_4 -> buf_4 -> buf_12 -> buf_4"
  rr_endpoint: "r_new_display[484]$_DFFE_PP_"
  r2r_cells: 12
  r2r-start: "r_display[139]$_DFFE_PN_"
  path_class: "input port to register"
  max_stage_delay_ns: 0.95
  crit_top_cell: "buf_4"
  crit_required_ns: 119.59
  cp.arrival_ns: 30.42
  crit_buf_inv: 5
  rrSetupSlack_ns: 112.31
  path_delay_family: "simple AND/OR/NAND/NOR gates"
  cp_slowest_cell: "nor4_1"
  path_max_fanout: 117
  worst_setup_path_start_kind: "input port"
  crit_path_end_kind: "register"
place:
  gp_congestion: 1.05
  dpl.hpwl_mm: 182
  portBuffers: 530
flow_run:
  warnings: 40
  maxCapViolCount: 0
drt:
  dr.pass1.iters: 5
  wirelength_mm: 231
  ant_nets: 0
  dr.first_iter.drc_count: 3433
  avgViaCountPerCell: 5.51
  routedWlPerCell_um: 40.6
  drc: 0
  vias: 31400
sta:
  rsz0062_at_grt: "no"
  setup_viol: 0
  fin_hold_ws_ns: 0.446
  setup_tns_ns: 0
  slew-limit-headroom_pct: 18.1
  final_max_slew_viol_count: 0
  finalHoldViolCount: 0
  finalCriticalPeriod_ns: 30.03
  finClkSkew_ns: 0.0687
  fin_crit_sh_pct: 25.2
  clock.fmax_mhz: 33.3
  worst_pin_slew_ns: 1.22
pwr:
  power_mw: 1.49
  leakage_nw: 17.9
  p_per_area_mw_per_mm2: 26.4
  vdd_drop_max_mv: 0.0165
yosys:
  syn-cell-area_mm2: 0.0448
  synthArstFlopShare_pct: 0
  synth-main-ff-cell: "edfxtp_1"
  synth.most_common_cell: "edfxtp_1"
  ys_seq_share_pct: 70.4
  ys_top_logic_family: "XOR/XNOR gates"
  top_cell_area_share_pct: 70.4
  yosys.area_share.simple_pct: 8.24
  synthXorXnorAreaFrac_pct: 9.68
  ys_cells: 3032
  area_leaders: "edfxtp_1 (70%), xnor2_1 (8.1%), nand4_1 (1.7%), xor2_1 (1.5%), a21oi_1 (1.3%)"
  yosysTopAreaCell: "edfxtp_1"
  yosys_warnings: 1
  synth.avg_cell_area_um2: 14.8
  common_cells: "edfxtp_1 (1050), xnor2_1 (416), nor2_1 (146)"
  mux_share_pct: 0.0447
  yosys.area_share.aoi_pct: 9.33
  synthAdderAreaFrac_pct: 0.251
  ys_ff: 1050
  ys_area_mm2: 0.0448
  synth-edff-count: 1050
  syn-instance-count: 3032
  synth_cell_types: 93
clock_tree:
  cts_inserted_buffers: 109
  h-tree-depth: 3
  cts_tree: "done"
  postCtsSetupBuffers: 0
  clk_path_buf_depth: 3
  clk_pin_slew_ns: 0.06
  cts_root_buffer: "clkbuf_16"
  hold_buffers: 0
  clock-sinks: 1050
  clkLatencyLatePin_ns: 0.79
  cts_resized: 0
global_routing:
  grt_pass1_vias: 32200
  antenna_found_initial: 17
  grt_first_pass_wirelength_mm: 299
  grt_max_degree: 118
  gr-total-overflow: 0
  gr-usage-all-layers_pct: 32.4
floorplanning:
  coreArea_mm2: 0.148
  die_height_um: 388
  row_count: 141
  io-pin-count: 539
  floorplan.core_util_pct: 30.3
  dieWidth_um: 388
  chip_area_mm2: 0.151
cells_and_area:
  fin_util_pct: 38.1
  area_delta_synth_final_pct: 25.9
  n_fill_cell: 13800
  comb_area_mm2: 0.0124
  drive_gt1_share_pct: 8.48
  seq_area_mm2: 0.0315
run_status:
  status: "finished clean"
hold_path:
  hp-start: "r_new_display[21]$_DFFE_PP_"
  hold_path_depth: 0
  hold_end: "r_display[21]$_DFFE_PN_"
  hold_path_class: "register to register"
==> through the flow <==
step | instance area [um2] | setup slack (ns) | instances
2_1_floorplan | 44800 | 72.03 | 3038
3_3_place_gp | 52800 | 88.44 | 5474
3_5_place_dp | 52800 | 88.43 | 5474
4_1_cts | 56400 | 89.21 | 5679
5_1_grt | 56400 | 89.06 | 5680
6_report | 56400 | 89.17 | 5687
==> layout by cell type (no fill, tap or decap), drive strengths merged, types with 23 or more instances in the layout <==
cell type,count
o211ai,23
nand2,138
o21ai,110
a221oi,46
clkdlybuf4s50,530
clkbuf,135
xnor2,416
nand3,59
clkinv,50
edfxtp,1050
o22ai,61
buf,114
xor2,79
nand4,124
a22oi,30
nor3,32
a21oi,113
nor2,148
nor4,62
o221ai,31
inv,52
==> final cells by class <==
cell class / instances / area share, %
antenna: 8 / 0.0355
clock inverter: 70 / 1.40
tap: 1930 / 4.28
timing repair buffer: 644 / 11.0
multi-input combinational: 1804 / 22.1
sequential: 1050 / 55.9
inverter: 46 / 0.306
clock buffer: 135 / 5.01
==> registers in the layout, indices dropped and copies added, names as in the netlist <==
| signal | cells |
|---|---|
| r_vdisplay_state | 2 |
| r_update_value | 16 |
| r_display | 512 |
| r_new_display | 512 |
| r_update_index | 8 |
==> cell families (layout without fill, tap and decap cells) <==
| logic type | Yosys count | count (layout) |
|---|---|---|
| flip-flops | 1050 | 1050 |
| buffers and inverters | 184 | 895 |
| AND-OR/OR-AND | 601 | 601 |
| adder cells (fa/ha/maj) | 9 | 9 |
| XOR/XNOR | 495 | 495 |
| other | 2 | 16 |
| multiplexers | 2 | 2 |
| AND/OR/NAND/NOR | 689 | 689 |
==> worst register-to-register path, stage by stage, from the launching register on <==
cell and delay (ns):
edfxtp_1 0.38, xnor2_1 0.21, nand4_1 0.58, nor4_1 0.96, nand4_1 0.70, nor4_1 0.90, nand3_1 0.47, nor2_1 0.37
nor2_4 0.06, buf_4 0.34, buf_4 0.46, buf_12 0.35, buf_4 0.70
==> where the power goes <==
part | total (mW) | switching, mW | internal [mW]
clock network | 0.344 | 0.149 | 0.194
logic | 0.431 | 0.304 | 0.127
registers | 0.715 | 0.135 | 0.580
total | 1.49 | 0.589 | 0.901
==> routing by layer <==
layer | part of all wire [%] | track usage [%] | vias up | wire length, um
li1 | - | - | 13100 | -
met2 | 45 | 46.7 | 2077 | 104000
met5 | 0.034 | 0 | - | 78
met3 | 13 | 16.9 | 356 | 31100
met4 | 5.8 | 14.3 | 10 | 13300
met1 | 36 | 41.9 | 15800 | 82600
==> worst max path at each step <==
| stage | slack, ns | cells past startpoint | to | startpoint |
|---|---|---|---|---|
| after CTS | 89.21 | 13 | r_new_display[484]$_DFFE_PP_ | display[139] |
| after global routing | 89.06 | 13 | r_new_display[3]$_DFFE_PP_ | display[139] |
| final | 89.17 | 13 | r_new_display[484]$_DFFE_PP_ | display[139] |
No activity file was given, so power comes from the tool's default toggle rates.
